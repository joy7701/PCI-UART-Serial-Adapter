==> ./design.v <==
module Parity(data, parity);
input [31:0] data;
output [3:0] parity;
assign parity[0] = data[0] ^ data[1] ^ data[2] ^ data[3] ^ data[4] ^ data[5] ^ data[6] ^ data[7];
assign parity[1] = data[8] ^ data[9] ^ data[10] ^ data[11] ^ data[12] ^ data[13] ^ data[14] ^ data[15];
assign parity[2] = data[16] ^ data[17] ^ data[18] ^ data[19] ^ data[20] ^ data[21] ^ data[22] ^ data[23];
assign parity[3] = data[24] ^ data[25] ^ data[26] ^ data[27] ^ data[28] ^ data[29] ^ data[30] ^ data[31];
endmodule
==> ./run.sh <==
#!/bin/bash
# OpenROAD 26Q1-2900-gdf79404cd8, Yosys 0.63+post, stock flow scripts
make -C /OpenROAD-flow-scripts/flow DESIGN_CONFIG=/design/flow/config.mk WORK_HOME=/design/flow/orfs finish
==> ./config.mk <==
export PLATFORM = sky130hd
export DESIGN_NAME = Parity
export DESIGN_NICKNAME = Parity
export VERILOG_FILES = /design/flow/design.v
export SDC_FILE = /design/flow/constraint.sdc
export NUM_CORES = 4
export LEC_CHECK = 1
export CORE_AREA = 10 10 70 70
export DIE_AREA = 0 0 80 80
==> ./constraint.sdc <==
current_design Parity

set clk_period 1.4
set clk_io_pct 0.2

create_clock -name clk0 -period $clk_period

set non_clock_inputs [all_inputs -no_clocks]
set_input_delay [expr $clk_period * $clk_io_pct] -clock clk0 $non_clock_inputs
set_output_delay [expr $clk_period * $clk_io_pct] -clock clk0 [all_outputs]
==> reports/qor.log <==
[run_status] status completed
[routing] WL/cell 8.545 µm
[finish] final instance count without filler cells 110
[finish] flop count 0
[timing] final number of hold-violating endpoints 0
[finish] fill cell total of the finished layout 385
[grt] maximum number of pins on one net before global-route repair 2
[critical_path] CP startpoint kind input pin
[floorplan] Total Die Area 6400 µm²
[job] total number of warnings across the stage logs 33
[power_and_ir_drop] Peak supply drop 0.0001156 V
[floorplan] placeable core area 3416 µm²
[yosys] mean instance size in the synthesized netlist 8.758 µm²
[floorplan] die outline height 80 µm
[yosys] largest cells by area after synthesis sky130_fd_sc_hd__xnor2_1, sky130_fd_sc_hd__xor2_1
[place] placed insts 110
[grt] global-route wire length before repair 1442 µm
[yosys] mapped cell area 245.2 µm²
[floorplan] Core Rows 21
[critical_path] cell chain of the critical path clkdlybuf4s15_1, xnor2_2, xnor2_1, xnor2_1, buf_2
[yosys] top-count cell post-synth sky130_fd_sc_hd__xnor2_1
[critical_path] largest fanout on the critical path 1
[critical_path] critical path's most frequent cell sky130_fd_sc_hd__xnor2_1
[worst_hold_path] Min-Delay Path Depth 5
[yosys] cell taking the most area after synthesis sky130_fd_sc_hd__xnor2_1
[yosys] Yosys chip area 245.2 µm²
[grt] GRT Residual Overflow 0
[job] max-capacitance violation count 0
[routing] drc violations 0
[routing] diode count 0
[worst_hold_path] endpoint with the worst hold slack parity[0]
[routing] number of iterations in the first detailed-routing pass 1
[finish] clk_buf instances 0
[routing] vias after detailed routing 312
[floorplan] x dimension of the die 80 µm
[timing] final critical-path setup slack 0.05182 ns
[routing] initial detailed-routing violation count 0
[timing] worst-margin pin slew 0.1779 ns
[place] DP Worst Slack -0.6062 ns
[timing] Final setup viols 0
[timing] Max transition margin 0.8805
[yosys] number of warnings reported in the yosys synthesis log 0
[routing] wire length reported by the detailed router 940 µm
[worst_hold_path] class of the tightest hold or removal check in2out
[timing] final tally of max-slew violations 0
[worst_hold_path] beginning of the worst hold path data[1]
[grt] via count of the first global-routing pass 346
[clock_tree] hold_buf cts 0
[critical_path] signal arrival time at the worst endpoint 1.07 ns
[timing] Tmin final 1.348 ns
[critical_path] Setup Crit Path Kind in2out
[timing] portion of the clock cycle consumed by the worst path in the final layout 0.9630
[yosys] Synth top area share 0.8571
[place] half-perimeter wire length after detailed placement 883.3 µm
[floorplan] share of the core filled by cells before placement 0.07179
[timing] maximum clock rate 0.7417 GHz
[critical_path] delay of the slowest cell on the worst path 0.20 ns
[critical_path] CP Capture Type output port
[floorplan] count of boundary I/O pins 36
[place] placer's final routability congestion estimate 0.7591
[critical_path] Worst Path Required 1.12 ns
[finish] layout overhead on the synthesized area 174.5%
[routing] detail-routed via count per cell 2.836
[yosys] most frequent cells after synthesis sky130_fd_sc_hd__xnor2_1, sky130_fd_sc_hd__xor2_1
[grt] GRT Resource Usage Total 0.02633
[power_and_ir_drop] total chip power 0.2676 mW
[place] buffers added on ports 36
[yosys] number of different library cells in the post-synthesis netlist 2
[grt] initial antenna violation count 0
[power_and_ir_drop] Power Density 397.6 nW/µm²
[yosys] post-synthesis cell count 28
[power_and_ir_drop] leak pwr 0.3009 nW
[yosys] cell count in the Yosys report 28
[critical_path] critical-path cell with the highest stage delay sky130_fd_sc_hd__clkdlybuf4s15_1
[finish] fraction of final layout cells with drive strength greater than 1 0.3438
[finish] Seq. cell area 0 µm²
[yosys] Seq/Total Area, Yosys 0
[routing] post-detailed-route count of antenna-violating nets 0
-- through the flow --
step           instance area [µm²]  TNS (ns)  hold slack [ns]    util
3_5_place_dp                 663.1    -2.395            1.752  0.1941
3_3_place_gp                 663.1    -2.341            1.740  0.1941
6_report                     673.1         0            1.048  0.1971
2_1_floorplan                245.2         0           0.8057       -
5_1_grt                      673.1  -0.05668            1.104  0.1971
4_1_cts                      630.6   -0.1669            1.177  0.1846
-- cell usage in the layout (no fill, tap or decap), drive strengths merged --
cell           instances
clkbuf                 9
clkdlybuf4s15         20
dlymetal6s2s           3
xnor2                 24
xor2                   4
buf                    4
-- critical path, delay by kind of cell --
kind	cells	cell delay, ns
xor gates and xnor gates	3	0.48
buffers and inverters	2	0.32
-- repair_timing --
item | 4_1_cts | 5_1_grt
buffers inserted | 0 | 0
pin swaps | 27 | 24
resized | 50 | 41
endpoints found under the setup margin | 4 | 4
-- report_power, final --
part	leakage, nW	internal, mW	switching (mW)
Clock	0	0	0
Sequential	0	0	0
Combinational	0.301	0.180	0.0881
Total	0.301	0.180	0.0881
-- per-layer routing --
metal,GRT usage,vias to the layer above,part of all wire
met3,0.02045,0,0.18
met1,0.03432,130,0.43
met4,0,0,0
met2,0.03531,26,0.39
li1,-,156,-
met5,0,-,0
-- logic make-up after synthesis --
group and synth area share:
xor+xnor 1.000
-- layout make-up --
type               instances  area (µm²)  area share
multi-input cells         28       312.8      0.4647
well taps                 46       57.56     0.08550
repair buffers            36       302.8      0.4498
-- worst max path at each step --
stage	startpoint	to	slack, ns	cells past startpoint
CTS	data[25]	parity[3]	-0.17	5
global route	data[27]	parity[3]	-0.04	5
finish	data[27]	parity[3]	0.05	5
Power is estimated from default activity; no workload was simulated.
