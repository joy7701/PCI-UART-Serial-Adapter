$ cat flow/design.v
module pci(reset,clk,frame,irdy,trdy,devsel,idsel,ad,cbe,par,stop,inta,led_out,enable_transaction);
    input reset;
    input clk;
    input frame;
    input irdy;
    output trdy;
    output devsel;
    input idsel;
    inout [31:0] ad;
    input [3:0] cbe;
    inout par;
    output stop;
    output inta;
    output [3:0] led_out;
	 output [2:0] enable_transaction;
parameter DEVICE_ID = 16'h9500;
parameter VENDOR_ID = 16'h106d;		 
parameter DEVICE_CLASS = 24'hFF0000;	 
parameter DEVICE_REV = 8'h01;
parameter SUBSYSTEM_ID = 16'h0001;	 
parameter SUBSYSTEM_VENDOR_ID = 16'hBEBE;  
parameter DEVSEL_TIMING = 2'b00;	 
reg [2:0] state;
reg [31:0] data;
reg [1:0] enable;
parameter EN_NONE = 0;
parameter EN_RD = 1;
parameter EN_WR = 2;
parameter EN_TR = 3;
reg memen;  
reg [7:0] baseaddr;
reg [5:0] address;
parameter ST_IDLE = 3'b000;
parameter ST_BUSY = 3'b010;
parameter ST_MEMREAD = 3'b100;
parameter ST_MEMWRITE = 3'b101;
parameter ST_CFGREAD = 3'b110;
parameter ST_CFGWRITE = 3'b111;
parameter MEMREAD = 4'b0110;
parameter MEMWRITE = 4'b0111;
parameter CFGREAD = 4'b1010;
parameter CFGWRITE = 4'b1011;
reg [3:0] led;
assign led_out = ~led;   
assign ad = (enable == EN_RD) ? data : 32'bZ;
assign trdy = (enable == EN_NONE) ? 'bZ : (enable == EN_TR ? 1 : 0);
assign par = (enable == EN_RD) ? 0 : 'bZ;
reg devsel;
assign stop = 1'bZ;
assign inta = 1'bZ;
wire cfg_hit = ((cbe == CFGREAD || cbe == CFGWRITE) && idsel && ad[1:0] == 2'b00);
wire addr_hit = ((cbe == MEMREAD || cbe == MEMWRITE) && memen && ad[31:12] == {12'b0, baseaddr});
wire hit = cfg_hit | addr_hit;
always @(posedge clk)
begin
    if (~reset) begin
        state <= ST_IDLE;
        enable <= EN_NONE;
        baseaddr <= 0;
        devsel <= 'bZ;
        memen <= 0;
        led <= 0;
    end
    else    begin
    case (state)
        ST_IDLE: begin
            enable <= EN_NONE;
            devsel <= 'bZ;
            if (~frame) begin
                address <= ad[7:2];
                if (hit) begin
                    state <= {1'b1, cbe[3], cbe[0]};
                    devsel <= 0;
                    if (cbe[0])
                        enable <= EN_WR;
                end
                else begin
                    state <= ST_BUSY;
                    enable <= EN_NONE;
                end
            end
        end
        ST_BUSY: begin
            devsel <= 'bZ;
            enable <= EN_NONE;
            if (frame)
                state <= ST_IDLE;
        end
        ST_CFGREAD: begin
            enable <= EN_RD;
            if (~irdy || trdy) begin
                case (address)
                    0: data <= { DEVICE_ID, VENDOR_ID };
                    1: data <= { 5'b0, DEVSEL_TIMING, 9'b0,  14'b0, memen, 1'b0};
                    2: data <= { DEVICE_CLASS, DEVICE_REV };
                    4: data <= { 12'b0, baseaddr, 8'b0, 4'b0010 };  
                    11: data <= {SUBSYSTEM_ID, SUBSYSTEM_VENDOR_ID };
                    16: data <= { 24'b0, baseaddr };
                    default: data <= 'h00000000;
                endcase
                address <= address + 1;
            end
            if (frame && ~irdy && ~trdy) begin
                devsel <= 1;
                state <= ST_IDLE;
                enable <= EN_TR;
            end
        end
        ST_CFGWRITE: begin
            enable <= EN_WR;
            if (~irdy) begin
                case (address)
                    4: baseaddr <= ad[19:12];   
                    1: memen <= ad[1];
                    default: ;
                endcase
                address <= address + 1;
                if (frame) begin
                    devsel <= 1;
                    state <= ST_IDLE;
                    enable <= EN_TR;
                end
            end
        end
        ST_MEMREAD: begin
            enable <= EN_RD;
            if (~irdy || trdy) begin
                case (address)
                    0: data <= { 28'b0, led };
                    default: data <= 'h00000000;
                endcase
                address <= address + 1;
            end
            if (frame && ~irdy && ~trdy) begin
                devsel <= 1;
                state <= ST_IDLE;
                enable <= EN_TR;
            end
        end
        ST_MEMWRITE: begin
            enable <= EN_WR;
            if (~irdy) begin
                case (address)
                    0: led <= ad[3:0];
                    default: ;
                endcase
                address <= address + 1;
                if (frame) begin
                    devsel <= 1;
                    state <= ST_IDLE;
                    enable <= EN_TR;
                end
            end
        end
    endcase
    end
end
endmodule
$ cat flow/config.mk
export PLATFORM = sky130hd
export DESIGN_NAME = pci
export DESIGN_NICKNAME = pci
export VERILOG_FILES = /design/flow/design.v
export SDC_FILE = /design/flow/constraint.sdc
export NUM_CORES = 4
export LEC_CHECK = 1
export CORE_UTILIZATION = 40
$ cat flow/constraint.sdc
current_design pci

set clk_period 5.5
set clk_io_pct 0.2

create_clock -name clk0 -period $clk_period [get_ports {clk}]

set non_clock_inputs [all_inputs -no_clocks]
set_input_delay [expr $clk_period * $clk_io_pct] -clock clk0 $non_clock_inputs
set_output_delay [expr $clk_period * $clk_io_pct] -clock clk0 [all_outputs]
$ cat flow/run.sh
#!/bin/bash
# OpenROAD 26Q1-2900-gdf79404cd8, Yosys 0.63+post, stock flow scripts
make -C /OpenROAD-flow-scripts/flow DESIGN_CONFIG=/design/flow/config.mk WORK_HOME=/design/flow/orfs finish
==> qor.yml <==
ys_seq_share: 0.4753
synth_top_area_share: 0.3310
cts_hold_buf: 0
synth_stat.cells: 225
yosys_warnings: 12
synth_cell_types: 52
synth_cells: 225
area_leaders: "edfxtp_1 33%, dfxtp_1 14%, buf_4 6.4%, mux2i_1 5.5%, nor2_1 4.6%"
edf_count: 26
dieWidth_microns: 78.79
clock-root-buffer: "clkbuf_8"
clockBufferDepth: 2
io_buffers: 14
ff_type: "edfxtp_1"
gp_congestion: 0.8409
synth_flops: 43
yosysTopAreaCell: "edfxtp_1"
die_h_microns: 78.79
syn-cell-area_sq_mm: 0.002359
postCtsSetupRepairBufs: 0
ys_async_sr_fraction: 0
ios: 53
avgSynthCellArea_sq_um: 10.48
htreeDepth: 2
firstError: "[error] [KeplerFormal.cpp:679] Workflow failed: Iso has multiple drivers: .ad2, ad[2]$_DFFE_PP_.Q0"
numPlacedInstances: 294
core.rowCount: 27
cts.sinks: 43
ys_chip_area_sq_mm: 0.002359
status: "stopped before the end"
failed_stage: "4_1_cts"
cts_resized: 0
cts_buffers: 5
hpwl_microns: 3358
fp-utilization: 0.4206
-- synth_stat cells, drive strengths merged, types with 2 or more instances --
library cell and n:
inv 9, buf 24, xor2 10, clkbuf 5
mux2i 13, nor2 29, dfxtp 17, nor3 4
nor4 6, edfxtp 26, or3b 2, a32oi 2
nand3 4, o21a 2, and2 2, nor3b 2
ha 4, o31a 3, and4b 2, a21oi 14
nand2 8, and3 5, xnor2 2, o21ai 9
nor2b 2, nand4b 2
-- per-stage QoR --
stage,total power [W],util,hold slack (ns),worst slack (ns),area [sq um]
global placement,0.0003830,0.4362,0.5307,2.617,2446
detailed placement,0.0003827,0.4362,0.5319,2.579,2446
floorplan,0.0003763,-,0.4719,1.833,2396
-- cells by family after synthesis --
kind of cell | count (synthesis) | synth area share
xor gates and xnor gates | 12 | 0.04456
muxes | 14 | 0.05994
adders and majority gates | 4 | 0.02122
and+or+nand+nor | 76 | 0.1873
AOI/OAI and AO/OA | 37 | 0.1103
DFF | 43 | 0.4753
buffers and inverters | 38 | 0.09973
other | 1 | 0.001590
Power and IR drop assume default switching activity.
